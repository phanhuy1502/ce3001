### flow/run.sh
#!/bin/bash
# OpenROAD 26Q1-2900-gdf79404cd8, Yosys 0.63+post, stock flow scripts
make -C /OpenROAD-flow-scripts/flow DESIGN_CONFIG=/design/flow/config.mk WORK_HOME=/design/flow/orfs finish
### flow/config.mk
export PLATFORM = sky130hd
export DESIGN_NAME = ID_EXE_stage
export DESIGN_NICKNAME = ID_EXE_stage
export VERILOG_FILES = /design/flow/design.v
export SDC_FILE = /design/flow/constraint.sdc
export NUM_CORES = 4
export LEC_CHECK = 1
export CORE_UTILIZATION = 30
### flow/constraint.sdc
current_design ID_EXE_stage

set clk_period 1.0
set clk_io_pct 0.2

create_clock -name clk0 -period $clk_period [get_ports {clk}]

set non_clock_inputs [all_inputs -no_clocks]
set_input_delay [expr $clk_period * $clk_io_pct] -clock clk0 $non_clock_inputs
set_output_delay [expr $clk_period * $clk_io_pct] -clock clk0 [all_outputs]
### flow/design.v
`timescale 1ns / 10ps
module ID_EXE_stage (
	input  clk,  rst, 
	input [16-1:0] nextpc_in,
	input [16-1:0] aluin1_in,
	input [16-1:0] aluin2_in,
	input [16-1:0] rdata2_in,
	input [16-1:0] imm_in,
	input [4-1:0] waddr_in,
	input write_en_in,
	input branch_in,
	input mem_write_in,
	input mem_read_in,
	input mem_to_reg_in,
	input [2:0] aluop_in,
	output reg [16-1:0] nextpc_out,
	output reg [16-1:0] aluin1_out,
	output reg [16-1:0] aluin2_out,
	output reg [16-1:0] rdata2_out,
	output reg [16-1:0] imm_out,
	output reg [4-1:0] waddr_out,
	output reg write_en_out,
	output reg branch_out,
	output reg mem_write_out,
	output reg mem_read_out,
	output reg mem_to_reg_out,
	output reg [2:0] aluop_out
);
always @ (posedge clk) begin
	if(rst)
	begin
		nextpc_out			<= 0;
		aluin1_out 			<= 0;
		aluin2_out 			<= 0;
		rdata2_out			<= 0;
		imm_out 				<= 0;
		waddr_out 			<= 0;
		write_en_out		<= 0;
		branch_out			<= 0;
		mem_write_out		<= 0;
		mem_read_out		<= 0;
		mem_to_reg_out		<= 0;
		aluop_out			<= 0;
	end
   else
	begin
		nextpc_out			<= nextpc_in;
		aluin1_out 			<= aluin1_in;
		aluin2_out 			<= aluin2_in;
		rdata2_out			<= rdata2_in;
		imm_out 				<= imm_in;
		waddr_out 			<= waddr_in;
		write_en_out		<= write_en_in;
		branch_out			<= branch_in;
		mem_write_out		<= mem_write_in;
		mem_read_out		<= mem_read_in;
		mem_to_reg_out		<= mem_to_reg_in;
		aluop_out			<= aluop_in;
	end
end
endmodule
==> flow_summary.json <==
{
  "dr.first_iter.drc_count": 26,
  "synth_cell_types": 4,
  "via_per_inst": 3.76,
  "ios": 186,
  "p_sw_mw": 1.50,
  "clk_path_buf_depth": 2,
  "ys_cells": 194,
  "globalplace.congestion": 0.709,
  "fp.dieW_um": 93.7,
  "pre_cts_ws_ps": 12.1,
  "nFillCells": 768,
  "drive_gt1_share_pct": 30.2,
  "fmax_mhz": 1020,
  "timing.critical_path.from": "imm_out[12]$_SDFF_PP0_",
  "yosysSeqAreaShare_pct": 73.0,
  "avgSynthCellArea_um2": 13.0,
  "swShare_pct": 22.0,
  "worst_path_max_delay_cell": "dfxtp_2",
  "ant_nets": 0,
  "syn_inst": 194,
  "path_depth": 1,
  "firstDrtPassIters": 4,
  "root_buffer": "clkbuf_8",
  "grt_pass1_wl_mm": 8.60,
  "path_delay_family": "flip-flops",
  "num_vias": 1848,
  "rsz0062_at_grt": "yes",
  "setup.worst_path.start_class": "flip-flop",
  "ir_worst_vdd_mv": 0.622,
  "cts.clk_slew.worst_paths_ps": 100,
  "setup_viol": 0,
  "io_buffers": 185,
  "antenna_found_initial": 0,
  "stdcell_count": 492,
  "setup_slack_ps": 22.7,
  "warnings": 26,
  "synth-seq-cells": 92,
  "clkPwrFrac_pct": 32.7,
  "cp_max_fo": 1,
  "layout_top_cells": "buf_2 (93), nor2b_1 (92), clkdlybuf4s50_1 (92)",
  "critical_path_arrival_ps": 780,
  "grt_max_degree": 50,
  "cellLeakagePower_nw": 1.88,
  "yosys.stat.chipArea_um2": 2520,
  "p_per_area_nw_per_um2": 1640,
  "cts_tree": "built",
  "hpwl_mm": 4.27,
  "p_int_mw": 5.31,
  "track_usage_pct": 13.1,
  "die_h_um": 93.7,
  "dp.cells": 476,
  "min_path_cells": 3,
  "syn_area_um2": 2520,
  "fp_util_pct": 30.9,
  "cts.sink_count": 92,
  "path_cells": "buf_2",
  "power.total_mw": 6.82,
  "postRouteWirelength_mm": 5.80,
  "hp-class": "in2reg",
  "crit_buf_inv": 1,
  "grt_pass1_vias": 1708,
  "hold_violations": 0,
  "overflow": 0,
  "end_kind": "output pin",
  "drc": 0,
  "final_area_um2": 4160,
  "syn_to_final_growth_pct": 64.7,
  "min_period_ps": 977,
  "comb_area_um2": 576,
  "dieArea_um2": 8780,
  "pwr-share-comb_pct": 10.2,
  "regArea_um2": 1850,
  "worstMarginPinSlew_ps": 212,
  "htree_levels": 3,
  "relSlewSlack_pct": 85.9,
  "seqPwrFrac_pct": 57.1,
  "critPathKind": "reg2out",
  "status": "completed",
  "coreArea_um2": 8180,
  "final_core_util_pct": 50.8,
  "ys_warn_count": 1,
  "slew_viol_final": 0,
  "place_area_um2": 4440,
  "min_period_over_period_pct": 97.7,
  "min_from": "rst",
  "antennaDiodeCount": 0,
  "cap_violations": 0,
  "slowest_delay_ps": 320,
  "cts_buffers": 9,
  "rows": 33,
  "required_ps": 800,
  "final_common_cell": "buf_2",
  "wl_per_cell_um": 11.8
}
-- power by group through the flow --
stage | logic (mW) | clock network, mW | registers (mW)
after global routing | 0.769 | 2.54 | 3.92
after CTS | 0.710 | 2.33 | 3.90
final | 0.694 | 2.23 | 3.90
-- final cells by class --
cell class | instances | share of cell area [%]
flip-flops and latches | 92 | 44.5
repair buffers | 187 | 34.3
multi-input cells | 92 | 13.8
well taps | 105 | 3.16
clock buffers | 9 | 2.98
clock inverters | 7 | 1.20
-- stage by stage --
| step | TNS (ps) | hold WS [ps] |
|---|---|---|
| finish | 0 | 303 |
| global route | -1170 | 294 |
| CTS | 0 | 297 |
| detailed placement | 0 | 678 |
| global placement | 0 | 668 |
| floorplan | 0 | 328 |
-- final timing paths --
| path | endpoint | slack [ps] |
|---|---|---|
| worst max-delay path | imm_out[12] | 20 |
| worst min-delay path | nextpc_out[14]$_SDFF_PP0_ | 300 |
-- cell families after synthesis --
group / Yosys count / synth area share (%)
buffers and inverters: 10 / 4.21
DFF: 92 / 73.0
and+or+nand+nor: 92 / 22.8
-- state kept, by name, indices dropped and copies added (netlist names) --
name / count
nextpc_out: 16
write_en_out: 1
branch_out: 1
aluin2_out: 16
imm_out: 16
mem_read_out: 1
aluin1_out: 16
mem_write_out: 1
mem_to_reg_out: 1
aluop_out: 3
waddr_out: 4
rdata2_out: 16
-- routing by layer --
layer  GRT usage [%]  wire, µm  part of all wire (%)
met5               0         0                     0
met2            19.9      2600                    45
met3            6.67       697                    12
met4            1.67        79                   1.4
met1            17.5      2420                    42
-- cells in the mapped netlist (all sizes together) --
master / n / area (µm²)
dfxtp: 92 / 1840
nor2b: 92 / 576
buf: 10 / 106
-- what timing repair did --
action	CTS	global route
buffers inserted	0	0
gates resized	281	4
hold buffers	0	0
pin swaps	0	0
setup endpoints to repair	92	80
hold endpoints to repair	0	0
No activity file was given, so power comes from the tool's default toggle rates.
