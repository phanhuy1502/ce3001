### flow/config.mk
export PLATFORM = sky130hd
export DESIGN_NAME = alu
export DESIGN_NICKNAME = alu
export VERILOG_FILES = /design/flow/design.v
export SDC_FILE = /design/flow/constraint.sdc
export NUM_CORES = 4
export LEC_CHECK = 1
export CORE_UTILIZATION = 30
### flow/constraint.sdc
current_design alu

set clk_period 10.9
set clk_io_pct 0.2

create_clock -name clk0 -period $clk_period

set non_clock_inputs [all_inputs -no_clocks]
set_input_delay [expr $clk_period * $clk_io_pct] -clock clk0 $non_clock_inputs
set_output_delay [expr $clk_period * $clk_io_pct] -clock clk0 [all_outputs]
### flow/design.v
`timescale 1ns / 10ps
module alu(
   a,    
   b,    
   op,    
   imm,    
	zero,  
   out    
   );
   input [16-1:0] a, b;
   input [2:0] op;
   input [16-1:0] imm;
	output zero;
   output [16-1:0] out;
	reg zero;
	reg [16-1:0] out; 
always @(a or b or op or imm)
begin
   case(op)
       4'h0: out = a+b;
       4'h1: out = a - b;
       4'h2: out = a & b;
       4'h3:  out = a^b;
       4'h4: out = a << imm;
       4'h5: out = a >> imm;
       4'h6: out = a<=b;
       4'h7: out = a*b;       
   endcase
	zero = out==0;
end
endmodule
### flow/run.sh
#!/bin/bash
# OpenROAD 26Q1-2900-gdf79404cd8, Yosys 0.63+post, stock flow scripts
make -C /OpenROAD-flow-scripts/flow DESIGN_CONFIG=/design/flow/config.mk WORK_HOME=/design/flow/orfs finish
==> qor.csv <==
metric;value;unit
run_status;complete, no violations;
yosys-mux-area-fraction;10.2;%
leakage;4.49;nW
final_util;37.0;%
postRouteAntennaNets;0;
regArea;0;um^2
drc;0;
final_cell_mix;inv_1, nand2_1, buf_4;
period_needed;10.59;ns
grt_overflow;0;
rsz0062_at_grt;no;
tightest_slew;0.861;ns
crit_arrival;8.41;ns
hold_buffers;0;
holdPathEnd;out[5];
area_growth;21.4;%
avgSynthCellArea;7.49;um^2
lay_top_count;inv_1;
ff_count;0;
min_period_over_period;97.2;%
cap_viol_max_count;0;
finalPower;1.53;mW
die_h;164;um
criticalPathCategory;input port to output pin;
ys_cells;1054;
gp_congestion;1.02;
hold_viol_final;0;
end_kind;output pin;
grt_pass1_vias;7871;
die_w;164;um
powerDensity;160;mW/mm^2
drive_gt1_share;12.7;%
yosysUniqueCellTypes;75;
min_from;op[0];
slowest_stage;fa_1;
dieArea;0.0270;mm^2
start_kind;input port;
openroad.warnings;48;
io_pins;68;
rows;59;
drtIter0Drc;582;
critPathMaxFanout;8;
synth-adder-area-share;33.6;%
seq_area_frac_synth;0;%
hold_depth;5;
core_area;0.0259;mm^2
ys_sh_xor;4.61;%
hp-class;input port to output pin;
synth.cell_area;0.00790;mm^2
wl;30.5;mm
synth_cells;1054;
portBuffers;68;
initial_utilization;30.5;%
via_count;8056;
fillCellCount;2652;
clock_buffers;0;
dpl.cell_count;1489;
grt_pass1_wl;47.1;mm
synth.comb.largest_family;adder cells;
yosysWarningCount;1;
antenna_found_initial;1;
final-setup-viol-count;0;
drt-vias-per-instance;5.40;
simple_gate_share;21.7;%
holdWs;5.66;ns
wire_per_inst;20.5;um
track_usage;24.2;%
fmax;94.4;MHz
firstDrtPassIters;5;
maxSlewHeadroom;41.9;%
critPathMaxStageDelay;0.55;ns
crit_chain;clkdlybuf4s50_1 -> buf_6 -> and2_1 -> fa_1 -> inv_1 -> fa_1 -> fa_1 -> inv_1 -> ha_1 -> fa_1 -> inv_1 -> fa_1 -> inv_1 -> ha_1 -> or3_1 -> or3_4 -> a21boi_0 -> o311ai_4 -> a31oi_1 -> o211ai_1 -> buf_4 -> buf_4 -> inv_1 -> clkdlybuf4s50_1;
worst-path-buf-inv;10;
compound_area_share;18.6;%
peakVddDrop;0.000101;V
grt_max_degree;41;
critPathRequiredTime;8.72;ns
yosys_area;0.00790;mm^2
finalNonFillerCells;1492;
slew_viol_final;0;
fin_tns_setup;0;ns
diodes;0;
hpwl;25.4;mm
path_delay_family;adder cells;
==> synth_stat cells (4+ instances only) <==
library cell	instances	area (um^2)
o31ai_1	8	60.1
o211ai_1	13	97.6
a221oi_1	6	52.6
o221ai_1	4	35.0
o21ai_0	47	235
a32oi_1	4	35.0
a31oi_1	12	75.1
a211o_1	5	43.8
or3_1	7	43.8
xnor2_1	27	236
nor2b_1	7	43.8
mux4_2	13	293
clkbuf_1	42	158
buf_2	14	70.1
nand4_1	9	56.3
ha_1	81	1010
mux2_2	7	78.8
o22ai_1	12	75.1
a22oi_1	5	37.5
nor3_1	18	90.1
or2_2	6	37.5
buf_1	4	15.0
nor2_1	68	255
inv_1	159	597
nand2b_1	11	68.8
xor2_1	12	105
nor4_1	9	56.3
fa_1	82	1640
a21o_1	10	75.1
a311oi_1	4	35.0
o21a_1	5	37.5
nand3_1	24	120
nand2_1	113	424
a211oi_1	7	52.6
mux2i_1	41	410
a21oi_1	40	200
and2_1	51	319
==> tightest hold or removal path, stage by stage <==
cell             delay (ns)
clkdlybuf4s50_1        0.40
buf_4                  0.24
a31oi_1                0.17
nor2_1                 0.08
clkdlybuf4s50_1        0.40
==> per-layer routing <==
| layer | up-vias | wire length, um | GRT usage, % |
|---|---|---|---|
| met5 | - | 17 | 0 |
| met4 | 2 | 1120 | 7.62 |
| met3 | 56 | 3010 | 8.29 |
| met2 | 376 | 13200 | 34.9 |
| met1 | 3809 | 13200 | 34.5 |
| li1 | 3813 | - | - |
==> power breakdown <==
part           switching, mW  total [mW]  internal (mW)  leakage, nW
sequential                 0           0              0            0
combinational          0.802        1.53          0.728         4.49
clock                      0           0              0            0
==> through the flow <==
| stage | worst slack (ns) | cell area, um^2 |
|---|---|---|
| 3_3_place_gp | -0.0728 | 9430 |
| 5_1_grt | 0.0418 | 9590 |
| 3_5_place_dp | -0.0772 | 9430 |
| 2_1_floorplan | 1.20 | 7900 |
| 4_1_cts | 0.000909 | 9430 |
| 6_report | 0.306 | 9590 |
==> how the worst max path moves through the flow <==
stage | startpoint | cells past startpoint | slack [ns] | end
CTS | b[1] | 23 | 0.0009 | zero
global route | b[1] | 24 | 0.04 | out[11]
finish | b[1] | 24 | 0.31 | out[11]
==> final cells by class <==
type / instances / area, um^2 / share of cell area (%)
inverter: 159 / 597 / 6.23
tap: 335 / 419 / 4.37
multi-input combinational: 830 / 7110 / 74.2
timing repair buffer: 168 / 1460 / 15.2
==> repair_timing <==
action                     CTS  global route
gates resized                5            30
pin swaps                    0            14
cloned                       0             0
hold endpoints to repair     0             0
setup endpoints to repair    1             3
buffers inserted             0             4
==> cell families after synthesis <==
logic type      after synthesis
buf+inv                     224
xor+xnor                     40
fa+ha+maj                   163
simple gates                346
compound gates              219
mux                          62
Power and IR drop assume default switching activity.
