==> flow/design.v <==
`timescale 1ns / 10ps
module regfile (
	clk,
	rst,
	wen,
	raddr1, 
	raddr2, 
	waddr, 
	wdata, 
	rdata1,
	rdata2
	);
	input clk;
	input rst;
	input wen;
	input [4-1:0] raddr1; 
	input [4-1:0] raddr2; 
	input [4-1:0] waddr; 
	input [16-1:0] wdata; 
	output [16-1:0] rdata1;
	output [16-1:0] rdata2;
	reg [16-1:0] regdata [0:16-1];
integer i;
	always@(posedge clk)
		begin
			if(rst)
				begin
					for (i=0; i<16; i=i+1)
					regdata[i] <=0;
					regdata[1] <=5; 
					end
			else
				regdata[waddr] <= ((wen == 1)) ? wdata : regdata[waddr];
		end
	assign rdata1 = ((wen) && (waddr == raddr1)) ? wdata : regdata[raddr1];
	assign rdata2 = ((wen) && (waddr == raddr2)) ? wdata : regdata[raddr2];
endmodule 
==> flow/run.sh <==
#!/bin/bash
# OpenROAD 26Q1-2900-gdf79404cd8, Yosys 0.63+post, stock flow scripts
make -C /OpenROAD-flow-scripts/flow DESIGN_CONFIG=/design/flow/config.mk WORK_HOME=/design/flow/orfs finish
==> flow/config.mk <==
export PLATFORM = sky130hd
export DESIGN_NAME = regfile
export DESIGN_NICKNAME = regfile
export VERILOG_FILES = /design/flow/design.v
export SDC_FILE = /design/flow/constraint.sdc
export NUM_CORES = 4
export LEC_CHECK = 1
export CORE_UTILIZATION = 30
==> flow/constraint.sdc <==
current_design regfile

set clk_period 6.8
set clk_io_pct 0.2

create_clock -name clk0 -period $clk_period [get_ports {clk}]

set non_clock_inputs [all_inputs -no_clocks]
set_input_delay [expr $clk_period * $clk_io_pct] -clock clk0 $non_clock_inputs
set_output_delay [expr $clk_period * $clk_io_pct] -clock clk0 [all_outputs]
==> flow_summary_export.csv <==
group,metric,value,unit
run_status,status,"complete, no violations",
sta,finalSetupTns,0,ns
cts,numCtsBuffers,26,
synth,yosys_warnings,1,
synth,syn_avg_cell_area,15.89,um^2
pwr,p_total,3.719,mW
detailed_routing,vias_per_cell,5.127,
setup_path,crit_fanout,17,
synth,synth_top_area_share,53.93,%
sta,worst_pin_slew,0.7865,ns
setup_path,cp_cell_sequence,"clkdlybuf4s50_1, buf_4, xnor2_1, nand2_1, nor4_4, buf_4, mux2_2, clkdlybuf4s50_1",
synth,most_common_cell,"edfxtp_1",
synth,ys_cells,897,
detailed_routing,drt_pre_antenna_iters,21,
floorplanning,rows,79,
sta,relSlewSlack,47.57,%
global_routing,grt_pass1_wl,57240,um
flow_run,drv_cap,0,
floorplanning,chipArea,48390,um^2
detailed_routing,diodes,0,
sta,hold_viol,0,
synth,common_cells,"edfxtp_1 (256), and2_1 (254), mux4_2 (128), mux2i_1 (96), clkbuf_1 (37)",
floorplanning,coreArea,46750,um^2
detailed_routing,num_vias,8013,
setup_path,worst-setup-path-type,"in -> out",
synth,postSynthCellCount,897,
synth,synth_chip_area,14250,um^2
synth,top_area_cell,"edfxtp_1",
setup_path,max_stage_delay,0.46,ns
sta,period_minus_slack,5.318,ns
global_routing,grt_max_degree,66,
synth,postSynth.asyncResetShare,0,%
cells_and_area,drive_gt1_share,25.94,%
cells_and_area,top_regs,"regdata (256)",
synth,syn_area,14250,um^2
cts,ctsResizeCount,0,
pwr,power_density,229.0,nW/um^2
pwr,power.leakage,5.617,nW
floorplanning,fp_util,30.49,%
hold_path,min_path_type,"in -> reg",
global_routing,grt_pass1_vias,8626,
hold_path,worstHoldEndpoint,"regdata[10][10]$_SDFFCE_PN0P_",
synth,yosys.stat.seqShare,53.93,%
hold_path,min_path_cells,2,
place,dp.final_hpwl,23040,um
detailed_routing,routedWlPerCell,24.91,um
setup_path,required,5.44,ns
detailed_routing,drc,0,
detailed_routing,drtIter0Drc,430,
detailed_routing,final_antenna_net_count,0,
synth,topCellsByArea,"edfxtp_1 (54%), mux4_2 (20%), and2_1 (11%)",
global_routing,grt_use_total,17.71,%
cts,root_buffer,"clkbuf_16",
setup_path,cp-end-kind,"output port",
pwr,vdd_drop_max,0.0001445,V
setup_path,cp.arrival,3.96,ns
hold_path,worstHoldStart,"wdata[10]",
detailed_routing,drt-total-wl,38930,um
floorplanning,ioPinCount,63,
synth,synthFlopType,"edfxtp_1",
cells_and_area,regMostFlops,"regdata",
sta,final_max_slew_viol_count,0,
floorplanning,die_w,220.0,um
flow_run,warnings,25,
cells_and_area,syn_to_final_growth,13.92,%
place,place.gp.congestion,0.8354,
floorplanning,die_y,220.0,um
cts,clk_pin_slew,0.06,ns
cts,cts_setup_buffers,0,
cts,cts.path.max_buffers,3,
global_routing,grt_overflow,0,
cells_and_area,largest_reg_flops,256,
setup_path,start_kind,"input pin",
setup_path,cp_slowest_cell,"clkdlybuf4s50_1",
synth,synth_cell_types,23,
synth,numSynthFlops,256,
place,io_buffers,62,
global_routing,grt_antenna_before_repair,1,
sta,setup_viol,0,
cts,clock_sinks,256,
sta,fmax,188.0,MHz
synth,edf_count,256,
cts,h-tree-depth,1,
cts,cts_hold_buf,0,
sta,period_used_share,78.20,%
sta,rsz0062_at_grt,"false",
cts,tritoncts,"built",
-- worst max-delay path: cells and delay by family --
kind / cells / cell delay [ns]
xor gates and xnor gates: 1 / 0.17
buffers and inverters: 4 / 1.55
and+or+nand+nor: 2 / 0.46
muxes: 1 / 0.40
-- metal layers --
| layer | GRT usage [%] | wire, um |
|---|---|---|
| met4 | 2.115 | 534 |
| met3 | 11.12 | 5794 |
| met5 | 1.354 | 0 |
| met1 | 22.70 | 14360 |
| met2 | 26.80 | 18240 |
-- worst max path at each step --
stage / start / end / depth (start not counted) / slack [ns]
final: raddr1[1] / rdata1[13] / 8 / 1.48
after global routing: raddr1[1] / rdata1[13] / 8 / 1.34
after CTS: raddr1[0] / rdata1[6] / 7 / 1.45
-- cells by family after synthesis --
family,share of synthesized area [%]
buffers and inverters,2.896
DFF,53.93
xor gates and xnor gates,0.4915
muxes,29.49
and+or+nand+nor,13.19
-- per-stage QoR --
step	utilization, %	instances	hold WS, ns	instance area, um^2	worst slack, ns
2_1_floorplan	-	897	1.540	14250	2.762
3_3_place_gp	33.11	1517	2.485	15480	1.449
3_5_place_dp	33.11	1517	2.471	15480	1.458
4_1_cts	34.73	1563	1.913	16240	1.446
5_1_grt	34.73	1563	1.965	16240	1.344
6_report	34.73	1563	1.904	16240	1.482
-- area by class of cell --
class | instances | area [um^2]
clock buffer | 32 | 694.4
clock inverter | 14 | 65.06
fill | 4382 | 30510
multi-input combinational | 564 | 6165
sequential | 256 | 7687
tap | 607 | 759.5
timing repair buffer | 90 | 868.3
-- layout by cell type (no fill, tap or decap), types with 2 or more instances in the layout --
cell,instances
clkbuf_1,5
or2_2,16
clkdlybuf4s50_1,56
nor4_4,2
nor3_2,4
xor2_1,6
clkinv_1,9
buf_12,5
edfxtp_1,256
mux4_2,128
nand2b_1,3
nand2_1,4
buf_4,25
mux2i_1,96
nor2_1,12
clkinv_2,3
xnor2_1,2
mux2_2,32
buf_2,4
or3_1,2
and2_1,254
clkbuf_16,27
-- power by group --
part	total (mW)	leakage (nW)	switching (mW)	internal [mW]
combinational	0.535	2.81	0.258	0.278
clock	1.32	0.369	0.597	0.719
sequential	1.87	2.44	0.0400	1.83
Power is estimated from default activity; no workload was simulated.
